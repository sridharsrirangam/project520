--- run.sh ---
#!/bin/bash
# OpenROAD 26Q1-2900-gdf79404cd8, Yosys 0.63+post, stock flow scripts
make -C /OpenROAD-flow-scripts/flow DESIGN_CONFIG=/design/flow/config.mk WORK_HOME=/design/flow/orfs finish
--- config.mk ---
export PLATFORM = sky130hd
export DESIGN_NAME = yAddrDecodr
export DESIGN_NICKNAME = yAddrDecodr
export VERILOG_FILES = /design/flow/design.v
export SDC_FILE = /design/flow/constraint.sdc
export NUM_CORES = 4
export LEC_CHECK = 1
export CORE_AREA = 10 10 170 170
export DIE_AREA = 0 0 180 180
--- constraint.sdc ---
current_design yAddrDecodr

set clk_period 6.2
set clk_io_pct 0.2

create_clock -name clk0 -period $clk_period [get_ports {clock}]

set non_clock_inputs [all_inputs -no_clocks]
set_input_delay [expr $clk_period * $clk_io_pct] -clock clk0 $non_clock_inputs
set_output_delay [expr $clk_period * $clk_io_pct] -clock clk0 [all_outputs]
--- design.v ---
module getYMatAddress( 
                  gYMA_row, gYMA_readData, gYMA_row_addr1); 
input [15:0] gYMA_row;
input [255:0] gYMA_readData;
output [10:0] gYMA_row_addr1;
reg [10:0] gYMA_row_addr1;
always@(gYMA_row)
begin
   casex((gYMA_row[15:0]))
   16'd1: gYMA_row_addr1 = gYMA_readData[249:240];
   16'd2: gYMA_row_addr1 = gYMA_readData[233:224];
   16'd3: gYMA_row_addr1 = gYMA_readData[217:208];
   16'd4: gYMA_row_addr1 = gYMA_readData[201:192];
   16'd5: gYMA_row_addr1 = gYMA_readData[185:176];
   16'd6: gYMA_row_addr1 = gYMA_readData[169:160];
   16'd7: gYMA_row_addr1 = gYMA_readData[153:144];
   16'd8: gYMA_row_addr1 = gYMA_readData[137:128];
   16'd9: gYMA_row_addr1 = gYMA_readData[121:112];
   16'd10: gYMA_row_addr1 = gYMA_readData[105:96];
   16'd11: gYMA_row_addr1 = gYMA_readData[89:80];
   16'd12: gYMA_row_addr1 = gYMA_readData[73:64];
   16'd13: gYMA_row_addr1 = gYMA_readData[57:48];
   16'd14: gYMA_row_addr1 = gYMA_readData[41:32];
   16'd15: gYMA_row_addr1 = gYMA_readData[25:16];
   16'd0:  gYMA_row_addr1 = gYMA_readData[9:0];  
   default: gYMA_row_addr1 = 11'b0;
   endcase
end  
endmodule
module yAddrDecodr(clock, reset, 
      yAD_readRowNum,
      yAD_readAddr1, yAD_readAddr2, 
      yAD_readRowData,
      yAD_outAddr1,yAD_outAddr2
      );
input clock,reset;
input [10:0] yAD_readAddr1,yAD_readAddr2;
input [10:0] yAD_readRowNum;
input [255:0] yAD_readRowData;
output [10:0] yAD_outAddr1,yAD_outAddr2;
reg [10:0] yAD_outAddr1,yAD_outAddr2;
wire [10:0] wire_outAddr1; 
always@(posedge clock)
begin
   if(!reset)  
   begin
      yAD_outAddr1 = 11'b0; 
      yAD_outAddr2 = 11'd0;
   end
   else
   begin
      casex({(|yAD_readAddr1),(|yAD_readAddr2)})
      2'd0: begin
               yAD_outAddr1 = (yAD_readRowNum>>4);
               yAD_outAddr2 = 11'd0;
            end
      2'd1: begin
               yAD_outAddr1 = 11'bz;
               yAD_outAddr2 = 11'bz;
            end
      2'd3: begin
               yAD_outAddr1 = yAD_readAddr1;
               yAD_outAddr2 = yAD_readAddr2;
            end
      2'd2: begin
               yAD_outAddr1 = wire_outAddr1;
               yAD_outAddr2 = wire_outAddr1 + 1;  
            end
      default: begin
                  yAD_outAddr1 = 11'bz;  
                  yAD_outAddr2 = 11'bz;
               end
      endcase
   end  
end
getYMatAddress gY2 (.gYMA_row(yAD_readRowNum), .gYMA_readData(yAD_readRowData),
                        .gYMA_row_addr1(wire_outAddr1) );
endmodule
==> run summary <==
Status: complete, no violations
Ys cells: 366
Adder Area Share: 0.00443
Detailed Routing Iterations Pass 1: 4
Critical Path Start Type: primary input
Share of cells above drive strength 1: 0.0780
Total GRT Usage: 0.108
CTS tree: yes
Max Slew Vio Count: 0
Cts repair resizes: 0
Peak VDD IR: 0.0918 mV
DRC: 0
Routability cong.: 0.849
Clock Tree Buf Depth: 2
Init Core Util: 0.112
Clock Pin Slew Worst Setup and Hold Paths: 60 ps
Post-Syn Area: 0.00283 sq mm
Seq share, synth: 0.156
Tool Warnings: 121
Required time worst endpoint: 6330 ps
IO buf count: 216
Synthesized area per cell: 7.72 sq um
Post-synthesis async set-or-reset flop share: 0
EDFF count, synth: 0
Area Overhead vs Synth: 87.8%
Core Area: 0.0252 sq mm
RSZ-0062 raised after global routing: false
Chip area: 0.0324 sq mm
HPWL after DPL: 15700 um
Final worst path period share: 0.678
Worst-Margin Slew: 744 ps
Clock H-tree levels: 1
Total setup buffers inserted after CTS: 0
Final min period: 4200 ps
Max_cap viols: 0
Largest net degree at the start of global routing: 34
Yosys aoi share: 0.313
Final hold violation count: 0
Simple share: 0.283
CTS sink cnt: 22
Via/cell ratio: 4.11
WL per Instance: 20.3 um
Number of global-route vias before repair: 3920
Hold Crit Class: in2reg
Dpl ws: 1720 ps
Comb area leader: AND-OR/OR-AND gates
Cells after Synth: 366
Crit path max fanout: 33
Synth unique cells: 72
Critical Path End: yAD_outAddr2[6]$_SDFF_PN0_
Fillers: 2794
FF/Latch Area: 440 sq um
Final setup violation count: 0
Cell Pwr Density: 108 mW/mm^2
First-pass GRT wire length: 26400 um
Hold_buf cts: 0
MUX share of area: 0.138
Setup_tns: 0 ps
Remaining Overflow, GRT: 0
Critical Path AT: 4340 ps
WS Path Type: in2reg
Power Total: 0.000573 W
Final wirelength: 18300 um
Gate Area: 0.00212 sq mm
Via count: 3692
Die X: 180 um
YS chip area: 0.00283 sq mm
Crit. End Element: flip-flop
Top-Level Pins: 313
# rows: 58
Slew HR: 0.503
Post-route ant nets: 0
Max Clock Freq: 0.238 GHz
Initial antenna violation count: 5
Leak: 1.83 nW
CTS root buffer: clkbuf_16
Synth Warn #: 7
Die height: 180 um
Main flop type: dfxtp_1
CP Launch Point: yAD_readRowNum[3]
Yosys reg bits: 22
Iteration-0 DRC count of the detailed router: 193
Hold path depth: 3
XOR-XNOR Cells, Area Fraction: 0.0124
Cts bufs inserted: 3
Worst setup margin: 2000 ps
[cell type report]
type,count,share of cell area
multi-input cells,306,0.400
repair buffers,224,0.415
inverters,8,0.00566
well taps,330,0.0778
diodes,4,0.00189
clock buffers,4,0.0167
flip-flops and latches,22,0.0830
[sequential cells by signal, summed over array words and instances, names as in the netlist]
name	cells
yAD_outAddr2	11
yAD_outAddr1	11
[metal layers]
| metal | vias up | global-route usage | routed length [um] |
|---|---|---|---|
| met3 | 14 | 0.0220 | 871 |
| met1 | 1744 | 0.136 | 7910 |
| li1 | 1817 | - | - |
| met4 | 2 | 0.0208 | 264 |
| met5 | - | 0 | 7 |
| met2 | 115 | 0.188 | 9220 |
[Yosys cell counts, types with 4 or more instances]
cell	n	area share
nor4_1	6	0.013
nand2_1	39	0.052
nor2b_1	8	0.018
a22oi_1	7	0.019
nor3_1	13	0.023
buf_4	5	0.013
o21ai_0	9	0.016
clkbuf_1	6	0.0080
mux2_2	11	0.044
mux2i_1	21	0.074
dfxtp_1	22	0.16
and2_1	7	0.015
nor2_1	28	0.037
a221oi_1	11	0.034
buf_6	11	0.044
nand3b_1	9	0.024
and3_1	6	0.013
a311oi_1	7	0.022
a31oi_1	4	0.0089
nand3_1	13	0.023
a22o_1	7	0.022
a21oi_1	22	0.039
a32oi_1	5	0.015
o21ai_1	5	0.0089
buf_2	7	0.012
inv_1	5	0.0066
[power breakdown]
group	internal, W	switching [W]	total (W)	leakage, nW
clock network	0.0000983	0.0000483	0.000147	0.0442
logic	0.000168	0.000107	0.000275	1.60
registers	0.000149	0.00000252	0.000152	0.183
total	0.000416	0.000158	0.000573	1.83
[worst max-delay path, stage by stage]
cell and delay, ps:
buf_2 550, buf_4 420, and3_1 210, a211oi_1 50
o22a_1 250, o211ai_1 370, and2_1 220, ha_1 200
nand3_1 190, o21a_1 240, o21ai_0 260, a21oi_1 120
[cell families after synthesis]
kind of cell	count (synthesis)
DFF	22
buffers and inverters	38
adders and majority gates	1
muxes	35
and+or+nand+nor	151
AOI/OAI and AO/OA	115
xor gates and xnor gates	4
[worst min-delay path by stage]
stage / startpoint / end / slack [ps]
4_1_cts: yAD_readAddr2[8] / yAD_outAddr2[8]$_SDFF_PN0_ / 1570
6_report: yAD_readAddr2[8] / yAD_outAddr2[8]$_SDFF_PN0_ / 1570
5_1_grt: yAD_readAddr2[8] / yAD_outAddr2[8]$_SDFF_PN0_ / 1600
[stage by stage]
stage | utilization | instance area [sq um] | cells | hold slack (ps)
after floorplan | - | 2830 | 366 | 1350
after global placement | 0.207 | 5210 | 890 | 1840
after detailed placement | 0.207 | 5210 | 890 | 1830
after CTS | 0.210 | 5300 | 894 | 1570
after global routing | 0.211 | 5300 | 897 | 1600
final | 0.211 | 5310 | 898 | 1570
[layout by cell type (no fill, tap or decap), types with 8 or more instances in the layout]
master           instances
clkdlybuf4s50_1        212
nand2_1                 39
nor2_1                  28
a21oi_1                 22
dfxtp_1                 22
mux2i_1                 21
nor3_1                  13
nand3_1                 13
a221oi_1                11
mux2_2                  11
nand3b_1                 9
o21ai_0                  9
nor2b_1                  8
buf_4                    8
Power is estimated from default activity; no workload was simulated.
